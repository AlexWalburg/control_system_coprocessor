[constraint.sdc]
current_design cell_axilite

set clk_period 12.9
set clk_io_pct 0.2

create_clock -name clk0 -period $clk_period [get_ports {aclk}]

set non_clock_inputs [all_inputs -no_clocks]
set_input_delay [expr $clk_period * $clk_io_pct] -clock clk0 $non_clock_inputs
set_output_delay [expr $clk_period * $clk_io_pct] -clock clk0 [all_outputs]
[config.mk]
export PLATFORM = sky130hd
export DESIGN_NAME = cell_axilite
export DESIGN_NICKNAME = cell_axilite
export VERILOG_FILES = /design/flow/design.v
export SDC_FILE = /design/flow/constraint.sdc
export NUM_CORES = 4
export LEC_CHECK = 1
export CORE_UTILIZATION = 30
[run.sh]
#!/bin/bash
# OpenROAD 26Q1-2900-gdf79404cd8, Yosys 0.63+post, stock flow scripts
make -C /OpenROAD-flow-scripts/flow DESIGN_CONFIG=/design/flow/config.mk WORK_HOME=/design/flow/orfs finish
[design.v]
module axilite_addr_reader
  #(parameter ADDR_WIDTH = 32)
   (
    input		    clk,
    input		    rst,
    input [ADDR_WIDTH-1:0]  addr,
    input		    valid,
    output		    ready,
    input		    deassert_addr,  
    output [ADDR_WIDTH-1:0] held_addr,  
    output		    addr_ready
    );
   localparam		    WAITING_FOR_DATA = 0;
   localparam		    HOLDING_DATA = 1;
   reg [ADDR_WIDTH-1:0]	    internal_addr;
   assign held_addr = internal_addr;
   reg			    state;
   assign addr_ready = state;
   reg			    ready_out;
   assign ready = ready_out;
   task do_reset(); 
      begin
	 state <= WAITING_FOR_DATA;
	 internal_addr <= 0;
	 ready_out <= 0;
      end
   endtask  
   task do_data_wait();
      begin
	 if(valid) begin
	    ready_out <= 1;
	    state <= HOLDING_DATA;
	    internal_addr <= addr;
	 end
      end
   endtask  
   task do_data_hold();
      begin
	 ready_out <= 0;
	 if(deassert_addr)
	   state <= WAITING_FOR_DATA;	 
      end
   endtask  
   always @(posedge clk or posedge rst) begin
      if(rst) begin
	 do_reset();
      end
      else begin
	 case (state)
	   WAITING_FOR_DATA: do_data_wait();
	   HOLDING_DATA: do_data_hold();
	 endcase  
      end
   end  
endmodule  
module axilite_bresp
  (
   input	    clk,
   input	    rst,
   input [1:0]	    resp,
   input	    resp_valid,
   input	    bready,
   output	    bvalid,
   output reg [1:0] bresp
   );
   localparam	waiting_internal = 0;
   localparam	waiting_axi = 1;
   reg		state;
   assign bvalid = state == waiting_axi;
   task do_reset();
      begin
	 state <= waiting_internal;
      end
   endtask  
   task do_internal_wait();
      begin
	 if(resp_valid) begin
	    state <= waiting_axi;
	    bresp <= resp;
	 end
      end
   endtask  
   task do_axi_wait();
      if(bready)
	state <= waiting_internal;
   endtask  
   always @(posedge clk or posedge rst) begin
      if(rst)
	do_reset();
      else
	case (state)
	  waiting_internal: do_internal_wait();
	  waiting_axi: do_axi_wait();
	endcase  
   end
endmodule  
module axilite_csr_write_data
  #(parameter DATA_SIZE = 32*4,
    parameter ADDR_SIZE = 32,
    parameter DATA_WIDTH = 32,
    parameter RESP_OKAY = 0,
    parameter RESP_EXOKAY = 1,
    parameter RESP_SLVERR = 2,
    parameter RESP_DECERR = 3,
    parameter INITIAL_VALUE = 0)
   (
    input		       clk,
    input		       rst,
    input [DATA_WIDTH-1:0]     wdata,
    input [ADDR_SIZE-1:0]      addr,
    input		       addr_good,
    input		       wvalid,
    input [num_strobe-1:0]     wstrobe, 
    output reg [DATA_SIZE-1:0] regs,
    output reg		       wready,
    output [1:0]	       resp,
    output		       resp_valid,
    output		       param_en
    );
   localparam		    num_strobe = DATA_WIDTH/8;
   localparam		    num_addr_bits_to_zero = $clog2(DATA_WIDTH/8);
   wire			    good_addr_write = ~addr_out_of_range;
   assign resp_valid = wready;
   assign resp = good_addr_write ? RESP_OKAY : RESP_SLVERR;
   wire [ADDR_SIZE-1:0]	    real_addr;  
   assign real_addr = {addr[ADDR_SIZE-1:num_addr_bits_to_zero],{num_addr_bits_to_zero{1'b0}}};
   wire		 addr_out_of_range;
   assign addr_out_of_range = real_addr*8 > DATA_SIZE - DATA_WIDTH;
   task do_reset();
      begin
	 regs <= INITIAL_VALUE;
	 wready <= 0;
      end
   endtask  
   task do_idle();
      wready <= 0;
   endtask  
   reg [1:0] param_en_values;
   always @(posedge clk or posedge rst) begin
     if(rst)
       param_en_values <= 0;
     else
       param_en_values[1] <= param_en_values[0];   
   end
   assign param_en = param_en_values[1] != param_en_values[0];
   task param_en_csr();
      if(wdata[0])
	param_en_values[0] <= ~param_en_values[0];
   endtask  
   integer unsigned i;
   task default_write();  
      begin
	 for(i = 0; i < num_strobe; i = i + 1)
	      if(wstrobe[i])
		regs[(real_addr + i)*8 +: 8] = wdata[i*8 +:8];
      end
   endtask  
   task do_write();
      begin
	 if(good_addr_write) begin
	    case (real_addr)
	      0: param_en_csr(); 
	      default: default_write();
	    endcase  
	 end
	 wready <= 1;
      end
   endtask  
   always @(posedge clk or posedge rst) begin
      if(rst)
	do_reset();
      else begin
	 if(addr_good && wvalid && ~wready)
	   do_write();
	 else
	   do_idle();
      end
   end
endmodule  
module axilite_read_channel
  #(parameter DATA_SIZE = 32*4,
    parameter ADDR_SIZE = 32,
    parameter DATA_WIDTH = 32,
    parameter RESP_OKAY = 0,
    parameter RESP_EXOKAY = 1,
    parameter RESP_SLVERR = 2,
    parameter RESP_DECERR = 3)
   (
    input		    clk,
    input		    rst,
    input [ADDR_SIZE-1:0]  araddr,
    input		    arvalid,
    output		    arready,
    output [DATA_WIDTH-1:0] rdata,
    output [1:0]	    rresp,
    output		    rvalid,
    input		    rready,
    input [DATA_SIZE-1:0]   regs
    );
   wire			    deassert_addr;
   wire [ADDR_SIZE-1:0]	    held_addr;
   wire			    addr_ready;
   axilite_addr_reader #(.ADDR_WIDTH(ADDR_SIZE)) waddr
     (
      .clk(clk),
      .rst(rst),
      .addr(araddr),
      .valid(arvalid),
      .ready(arready),
      .deassert_addr(deassert_addr),
      .held_addr(held_addr),
      .addr_ready(addr_ready)
      );
   axilite_read_data
     #(
       .DATA_SIZE(DATA_SIZE),
       .ADDR_SIZE(ADDR_SIZE),
       .DATA_WIDTH(DATA_WIDTH),
       .RESP_OKAY(RESP_OKAY),
       .RESP_EXOKAY(RESP_EXOKAY),
       .RESP_SLVERR(RESP_SLVERR),
       .RESP_DECERR(RESP_DECERR))
   reader
     (
      .clk(clk),
      .rst(rst),
      .data(regs),
      .addr(held_addr),
      .addr_good(addr_ready),
      .deassert_addr(deassert_addr),
      .rdata(rdata),
      .rresp(rresp),
      .rready(rready),
      .rvalid(rvalid)
      );
endmodule  
module axilite_read_data
  #(parameter DATA_SIZE = 32*4,
    parameter ADDR_SIZE = 32,
    parameter DATA_WIDTH = 32,
    parameter RESP_OKAY = 0,
    parameter RESP_EXOKAY = 1,
    parameter RESP_SLVERR = 2,
    parameter RESP_DECERR = 3)
   (
    input			clk,
    input			rst,
    input [DATA_SIZE-1:0]	data,
    input [ADDR_SIZE-1:0]	addr,
    input			addr_good,
    output			deassert_addr,
    output reg [DATA_WIDTH-1:0]	rdata,
    output reg [1:0]		rresp,
    output reg			rvalid,
    input			rready
    );
   task do_reset();
      begin
	 rvalid <= 0;
      end
   endtask  
   wire addr_out_of_range;
   assign addr_out_of_range = addr*8 > DATA_SIZE - DATA_WIDTH;
   assign deassert_addr = rready;
   task read_data();
      begin
	 if(addr_out_of_range || ~addr_good) begin
	    rresp <= RESP_SLVERR;
	 end else begin
	    rresp <= RESP_OKAY;
	    rdata <= data[addr*8 +: DATA_WIDTH];
	 end
	 rvalid <= 1;
      end
   endtask  
   task idle();
      begin
	 rvalid <= 0;
      end
   endtask  
   always @(posedge clk or posedge rst) begin
      if(rst) begin
	 do_reset();
      end
      else begin
	 if(addr_good) begin
	    read_data();
	 end else begin
	    idle();
	 end
      end
   end
endmodule  
module axilite_write_channel
  #(parameter DATA_SIZE = 32*4,
    parameter ADDR_SIZE = 32,
    parameter DATA_WIDTH = 32,
    parameter RESP_OKAY = 0,
    parameter RESP_EXOKAY = 1,
    parameter RESP_SLVERR = 2,
    parameter RESP_DECERR = 3)
   (
    input		   clk,
    input		   rst,
    input [ADDR_SIZE-1:0]  awaddr,
    input		   awvalid,
    output		   awready,
    input [DATA_WIDTH-1:0] wdata,
    input [num_strobe-1:0] wstrb,
    input		   wvalid,
    output		   wready,
    output [1:0]	   bresp,
    output		   bvalid,
    input		   bready,
    output [DATA_SIZE-1:0] regs,
    output		   param_en
    ); 
   localparam		   num_strobe = DATA_WIDTH/8;
   wire			    addr_ready;
   wire			    deassert_addr;
   wire [ADDR_SIZE-1:0]	    addr_read;
   wire [1:0]		    resp;
   wire			    resp_valid;
   assign deassert_addr = bvalid && bready;  
   axilite_addr_reader #(.ADDR_WIDTH(ADDR_SIZE)) waddr
     (
      .clk(clk),
      .rst(rst),
      .addr(awaddr),
      .valid(awvalid),
      .ready(awready),
      .deassert_addr(deassert_addr),
      .held_addr(addr_read),
      .addr_ready(addr_ready)
      );
   axilite_csr_write_data 
     #(
       .DATA_SIZE(DATA_SIZE),
       .ADDR_SIZE(ADDR_SIZE),
       .DATA_WIDTH(DATA_WIDTH),
       .RESP_OKAY(RESP_OKAY),
       .RESP_EXOKAY(RESP_EXOKAY),
       .RESP_SLVERR(RESP_SLVERR),
       .RESP_DECERR(RESP_DECERR)
       )
   write_data_logic
     (
      .clk(clk),
      .rst(rst),
      .wdata(wdata),
      .addr(addr_read),
      .addr_good(addr_ready),
      .wvalid(wvalid),
      .wstrobe(wstrb),
      .regs(regs),
      .wready(wready),
      .resp(resp),
      .resp_valid(resp_valid),
      .param_en(param_en)
      );
   axilite_bresp bresp_handler
     (
      .clk(clk),
      .rst(rst),
      .resp(resp),
      .resp_valid(resp_valid),
      .bready(bready),
      .bvalid(bvalid),
      .bresp(bresp)
      );
endmodule  
module cell_axilite
  #(parameter DATA_SIZE = 32*4,
    parameter ADDR_SIZE = 32,
    parameter DATA_WIDTH = 32,
    parameter RESP_OKAY = 0,
    parameter RESP_EXOKAY = 1,
    parameter RESP_SLVERR = 2,
    parameter RESP_DECERR = 3)
   (
    input		    aclk,
    input		    aresetn,
    input [ADDR_SIZE-1:0]   araddr,
    input		    arvalid,
    output		    arready,
    output [DATA_WIDTH-1:0] rdata,
    output [1:0]	    rresp,
    output		    rvalid,
    input		    rready,
    input [ADDR_SIZE-1:0]   awaddr,
    input		    awvalid,
    output		    awready,
    input [DATA_WIDTH-1:0]  wdata,
    input [num_strobe-1:0]  wstrb,
    input		    wvalid,
    output		    wready,
    output [1:0]	    bresp,
    output		    bvalid,
    input		    bready,
    output [DATA_SIZE-1:0]  regs_out,
    output		    param_en
    );
   localparam		    num_strobe = DATA_WIDTH/8;
   wire [DATA_SIZE-1:0]	    regs;
   assign regs_out = regs;
   wire			    clk = aclk;
   wire			    rst = ~aresetn;
   axilite_write_channel
  #(.DATA_SIZE(DATA_SIZE),
    .ADDR_SIZE(ADDR_SIZE),
    .DATA_WIDTH(DATA_WIDTH),
    .RESP_OKAY(RESP_OKAY),
    .RESP_EXOKAY(RESP_EXOKAY),
    .RESP_SLVERR(RESP_SLVERR),
    .RESP_DECERR(RESP_DECERR)) write_channel
    (
     .clk(clk),
     .rst(rst),
     .awaddr(awaddr),
     .awvalid(awvalid),
     .awready(awready),
     .wdata(wdata),
     .wstrb(wstrb),
     .wvalid(wvalid),
     .wready(wready),
     .bresp(bresp),
     .bvalid(bvalid),
     .bready(bready),
     .regs(regs),
     .param_en(param_en)
     );
   axilite_read_channel
  #(.DATA_SIZE(DATA_SIZE),
    .ADDR_SIZE(ADDR_SIZE),
    .DATA_WIDTH(DATA_WIDTH),
    .RESP_OKAY(RESP_OKAY),
    .RESP_EXOKAY(RESP_EXOKAY),
    .RESP_SLVERR(RESP_SLVERR),
    .RESP_DECERR(RESP_DECERR)) read_channel
    (
     .clk(clk),
     .rst(rst),
     .araddr(araddr),
     .arvalid(arvalid),
     .arready(arready),
     .rdata(rdata),
     .rresp(rresp),
     .rvalid(rvalid),
     .rready(rready),
     .regs(regs));
endmodule  
==> out/results.txt <==
Type of element launching the critical path: input pin
Power per cell area: 131 mW/mm^2
Maximum number of pins on one net before global-route repair: 120
Cells after Synth: 1038
Proportion of synthesized flip-flops having asynchronous set or reset: 85.1%
Clock Sinks: 228
Library cell contributing the largest single delay on the critical path: a2111oi_4
FF-to-FF Start: write_channel.waddr.internal_addr[2]$_DFFE_PN0P_
Portion of the clock cycle consumed by the worst path in the final layout: 39.0%
Start point of the critical path: wvalid
GRT Util Overall: 21.5%
Data arrival time of the critical path: 5.44 ns
Post-synthesis to final-layout area growth: 33.0%
Via count: 9846
Buffers inserted during post-CTS setup optimization: 0
Routed length per placed instance: 23.7 microns
Starting DRC count in detailed routing: 683
Final setup violation count: 0
Setup Crit Path Kind: in2reg
Commonest non-fill, non-tap cell in the layout: clkdlybuf4s50_1
Worst-path maximum fanout: 8
Worst-path clk slew: 0.06 ns
Share of the yosys chip area belonging to registers: 47.3%
Total global routing overflow: 0
Ys flop type: dfrtp_1
Cell-by-cell listing of the critical path: clkdlybuf4s50_1, and3b_1, nand4_1, nor4_1, nand2_1, a2111oi_4, mux2_2
CTS Buf Count: 26
FMAX: 199 MHz
Final standard cell utilization of the core: 40.4%
Global placer's final weighted congestion: 0.955
HP Start: write_channel.waddr.internal_addr[31]$_DFFE_PN0P_
Run status: finished clean
Crit path setup slack, layout: 7.87 ns
Number of cells in the yosys synthesis report: 1038
Chip area estimate from yosys synthesis: 0.0124 sq mm
EDFF count, synth: 34
Width of the die: 205 microns
Static leakage: 6.64 nW
Post-CTS resize count: 0
Count of final hold-check violations: 0
Root cell of the clock tree: clkbuf_16
Skew final: 0.0304 ns
Area after DPL: 0.0157 sq mm
Number of antenna violations at the first check in global routing: 1
Number of storage elements in the synthesis netlist: 228
Number of buffers inserted by hold repair at cts: 0
HPWL after DPL: 32100 microns
Critical path capture point type: flip-flop
Worst VDD drop: 0.115 mV
Mean instance size in the synthesized netlist: 12.0 sq um
Number of H-tree levels: 1
Final design instance area without fill: 0.0165 sq mm
Fraction of layout cells with a size suffix above 1: 24.1%
Initial Utilization: 30.4%
Count of standard-cell rows: 74
Final min period: 5.03 ns
Worst-case clock buffer depth: 3
Number of ports placed on the die boundary: 277
Wirelength, routed: 43500 microns
Setup repair after global routing missed its margin: false
Count of synthesis-stage warnings from yosys: 6
Count of warning messages emitted by the tools: 35
Maximum cell stage delay along the critical path: 0.87 ns
Overall die height: 205 microns
Count of pins over their slew limit: 0
Buffers added on ports: 268
Relative slew slack: 41.1%
Most frequent cells in the layout: clkdlybuf4s50_1, mux2_2, dfrtp_1
Worst slack at placement: 7.37 ns
Number of global-route vias before repair: 9794
CORE AREA: 0.0408 sq mm
First-pass GRT wire length: 63900 microns
Tightest Pin Transition: 0.884 ns
Setup TNS: 0 ns
Clock tree from TritonCTS: done
Max Cap Viol: 0
First-pass iteration count of the detailed router: 5
Post-DRT Antenna Nets: 0
Insertion delay of the later-clocked pin in the worst-skew pair: 0.55 ns
Remaining routing DRC violations: 0
Required time reported for the critical path endpoint: 13.31 ns
Path type of the worst min-delay path: reg2reg
Die ar.: 0.0422 sq mm
Combined area of all synthesized cells: 0.0124 sq mm
Via density per instance: 5.37
Number of distinct standard cells referenced by the synthesized netlist: 61
## per-stage QoR
step / std cells / total power [W] / hold WS (ns)
2_1_floorplan: 1040 / 0.00126 / 0.437
3_3_place_gp: 1785 / 0.00143 / 0.483
3_5_place_dp: 1785 / 0.00143 / 0.483
4_1_cts: 1833 / 0.00218 / 0.505
5_1_grt: 1833 / 0.00226 / 0.518
6_report: 1834 / 0.00216 / 0.502
## sequential cells by signal, summed over array words and instances, names as in the netlist
signal,count
write_channel.write_data_logic.wready,1
write_channel.waddr.state,1
read_channel.waddr.internal_addr,29
write_channel.waddr.internal_addr,30
write_channel.write_data_logic.regs,128
read_channel.waddr.state,1
write_channel.bresp_handler.state,1
read_channel.waddr.ready_out,1
write_channel.bresp_handler.bresp,1
write_channel.waddr.ready_out,1
read_channel.reader.rdata,32
read_channel.reader.rvalid,1
read_channel.reader.rresp,1
## layout make-up
| type | instances | area, sq um |
|---|---|---|
| clock buffer | 45 | 833 |
| fill | 3867 | 24300 |
| antenna | 1 | 2.50 |
| multi-input combinational | 725 | 6210 |
| clock inverter | 3 | 17.5 |
| inverter | 11 | 41.3 |
| sequential | 228 | 5880 |
| timing repair buffer | 289 | 2860 |
| tap | 532 | 666 |
## layer usage
metal / vias up / GRT usage, % / share of wire, %
met3: 62 / 6.83 / 10
met5: - / 0 / 0
li1: 4450 / - / -
met4: 0 / 4.02 / 2.2
met2: 457 / 34.1 / 48
met1: 4877 / 29.7 / 40
## final timing paths
path	to	slack [ns]	cells after the start
max	write_channel.write_data_logic.regs[68]$_DFFE_PN0P_	7.87	7
min	write_channel.waddr.internal_addr[31]$_DFFE_PN0P_	0.50	1
max reg2reg	write_channel.write_data_logic.regs[68]$_DFFE_PN0P_	8.87	8
min reg2reg	write_channel.waddr.internal_addr[31]$_DFFE_PN0P_	0.50	1
max in group asynchronous	write_channel.write_data_logic.regs[98]$_DFFE_PN0P_	9.76	2
min in group asynchronous	read_channel.waddr.internal_addr[17]$_DFFE_PN0P_	2.06	1
## Yosys cell counts (all sizes together) (12+ instances only)
cell type / n / area, sq um
edfxtp: 34 / 1020
mux2: 205 / 2310
mux4: 36 / 811
mux2i: 69 / 691
a211oi: 12 / 95.1
nor3: 38 / 190
dfrtp: 194 / 4850
o21ai: 41 / 205
o22ai: 15 / 93.8
a21oi: 36 / 180
buf: 27 / 125
clkbuf: 49 / 186
nor4: 15 / 93.8
nand2: 78 / 293
nor2: 58 / 218
## cell families after synthesis
| family | share of synthesized area, % |
|---|---|
| mux | 30.7 |
| simple gates | 9.17 |
| flops | 47.3 |
| compound gates | 9.12 |
| buf+inv | 2.84 |
| xor+xnor | 0.423 |
| fa+ha+maj | 0.403 |
| other cells | 0.0302 |
## worst max-delay path, delay by kind of cell
kind,cells,cell delay [ns]
AND/OR/NAND/NOR,4,1.12
AND-OR/OR-AND,1,0.87
buffers and inverters,1,0.45
multiplexers,1,0.41
## where the power goes
group / internal [W] / switching [W] / total, W
registers: 0.000810 / 0.000100 / 0.000910
clock network: 0.000435 / 0.000296 / 0.000731
logic: 0.000227 / 0.000288 / 0.000515
total: 0.00147 / 0.000684 / 0.00216
No activity file was given, so power comes from the tool's default toggle rates.
